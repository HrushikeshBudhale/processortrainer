File: config.mk
export PLATFORM = sky130hd
export DESIGN_NAME = PC
export DESIGN_NICKNAME = PC
export VERILOG_FILES = /design/flow/design.v
export SDC_FILE = /design/flow/constraint.sdc
export NUM_CORES = 4
export LEC_CHECK = 1
export CORE_UTILIZATION = 50
File: constraint.sdc
current_design PC

set clk_period 8.1
set clk_io_pct 0.2

create_clock -name clk0 -period $clk_period [get_ports {clk}]

set non_clock_inputs [all_inputs -no_clocks]
set_input_delay [expr $clk_period * $clk_io_pct] -clock clk0 $non_clock_inputs
set_output_delay [expr $clk_period * $clk_io_pct] -clock clk0 [all_outputs]
File: design.v
`timescale 1ns/1ps
module PC(
				input clk,RESET,
				input[2:0] PCSEL,
				input[15:0] offset,
				input[31:0] jump_addr, 
				output reg[31:0] PC,
				output [31:0] PC_PLUS_4);
wire[30:0] PC_inc;
wire[31:0] nPC;
wire[31:0] branch_addr;
assign PC_inc= PC+4;
assign PC_PLUS_4={PC[31],PC_inc};
assign branch_addr = {1'b0,PC_inc + {{13{offset[15]}},offset[15:0],2'b00}};
assign nPC = RESET ? 32'h80000000 :
				 (PCSEL == 0) ? {PC[31],PC_inc} :
				 (PCSEL == 1) ? {PC[31],branch_addr[30:0]} :
				 (PCSEL == 2) ? {PC[31] & jump_addr[31],jump_addr[30:0]} :
				 (PCSEL == 3) ? 32'h80000004 :
				 (PCSEL == 4) ? 32'h80000008 :
				 32'hxxxxxxxx;
always@( posedge clk)
	PC<= nPC;
	endmodule 
File: run.sh
#!/bin/bash
# OpenROAD 26Q1-2900-gdf79404cd8, Yosys 0.63+post, stock flow scripts
make -C /OpenROAD-flow-scripts/flow DESIGN_CONFIG=/design/flow/config.mk WORK_HOME=/design/flow/orfs finish
==> results.cfg <==
; yosys + openroad results
[global_routing]
first_global_vias = 3432
antenna_found_initial = 0
grt_overflow = 0
track_usage_pct = 31.06
grt_max_degree = 35
grt_pass1_wl_um = 17430

[clock_network]
path_clk_slew_ns = 0.09
holdBufCountCts = 0
cts-resized-gates = 0
cts_buffer_depth = 2
root_buffer = clkbuf_8
clock-sinks = 32
cts_setup_buffers = 0
cts_buffers = 5
htree_levels = 2
cts_tree = built
worstSkewPairLatency_ns = 0.30

[routing]
wl_um = 11130
drc = 0
routedWlPerCell_um = 17.78
viasPerCell = 6.056
num_vias = 3791
firstDrtPassIters = 5
drt-initial-drc-count = 219
diodes = 0
antenna_left = 0

[setup_path]
critical_path_class = reg -> out
cpMostUsedCell = nand3_1
cp_data_required_time_ns = 6.48
rr_endpoint = PC[28]
path_cells = and4_1, nand3_1, nor2_1, and3_1, nand3_1, xnor2_1, clkdlybuf4s50_1
cp_slowest_stage_delay_ns = 0.55
worst_setup_path_start_kind = flip-flop
crit_path_end_kind = output port
r2r_start = PC[2]
worstPathMaxFanout = 4
cp_slowest_cell = clkdlybuf4s50_1
r2r_cells = 14
critPathArrivalTime_ns = 3.01
r2r_setup_slack_ns = 3.97

[floorplanning]
chipArea_um2 = 7274
fp_util_pct = 53.10
num_rows = 29
io_pins = 117
coreArea_um2 = 6531
die_w_um = 85.29
die_h_um = 85.29

[placed_design]
place_hpwl_um = 8540
dpl_cell_area_um2 = 4674
routabilityCongestion = 0.9759
io_buffer_count = 116

[sta]
hold_violations = 0
setup_viol = 0
slew_headroom_pct = 50.41
slew_viol_final = 0
worst-slew-pin-transition_ns = 0.7399
fmax_ghz = 0.2160
fin_crit_ns = 4.629
fin_worst_skew_ns = 0.01261
timing.setup.tns_ns = 0
timing.final.crit_share_pct = 57.15
rsz0062_at_grt = no

[outcome]
outcome = finished, final reports clean

[yosys]
yosys_warnings = 1
ys_area_um2 = 3468
ys.flop_type = dfxtp_1
postSynthSeqShare_pct = 18.47
synthArstFlopShare_pct = 0
ys_ff = 32
synthesis.area_um2 = 3468
yosysUniqueCellTypes = 65
syn_avg_cell_area_um2 = 7.901
syn_inst = 439
edf_count = 0
yosysCellCount = 439

[finish]
final_common_cell = clkdlybuf4s50_1
combGateArea_um2 = 2705
reg_top3 = PC x32
seq_area_um2 = 640.6
layout_top_cells = clkdlybuf4s50_1, nor2_1, nand2_1
stdcell_area_um2 = 4767
final_core_util_pct = 72.99
largest-register = PC
drive_above_1_share_pct = 5.100
largest_reg_flops = 32
syn2layout_area_growth_pct = 37.45
n_fill_cell = 482

[flow_run]
warnings = 31
max-cap-violations = 0

[pwr]
worst_ir_drop_vdd_v = 0.00008539
p_leak_nw = 1.972
power.density_nw_per_um2 = 108.7

[hold_path]
worstHoldStart = PC[31]
whs_path_depth = 2
min_to = PC[31]
min_path_type = reg -> reg
==> worst max-delay path, delay by kind of cell, from the launching register on <==
kind / cells / cell delay [ns]
AND/OR/NAND/NOR: 5 / 1.31
buffers and inverters: 1 / 0.55
flip-flops: 1 / 0.43
XOR/XNOR: 1 / 0.41
==> synth_stat cells (3+ instances only) <==
cell type  instances  share of area, %
nor2_1            37               4.0
nand2_1           35               3.8
ha_1              34                12
xnor2_1           33               8.3
dfxtp_1           32                18
a21oi_1           30               4.3
o21ai_0           21               3.0
xor2_1            17               4.3
nand3_1           16               2.3
nand4_1           14               2.5
clkbuf_1          12               1.3
o22ai_1           12               2.2
mux2i_1           11               3.2
a21o_1            10               2.2
inv_1             10               1.1
nor3_1            10               1.4
a211oi_1           8               1.7
o221ai_1           8               2.0
nor2b_1            7               1.3
and3_1             6               1.1
o211a_1            5               1.4
o21a_1             5               1.1
a31oi_1            4              0.72
nand2b_1           4              0.72
o21bai_1           4              0.87
buf_4              3              0.65
or3_1              3              0.54
==> per-stage QoR <==
| stage | cells | setup slack [ns] | hold slack [ns] | total power, mW |
|---|---|---|---|---|
| global placement | 618 | 3.478 | 0.4659 | 0.3837 |
| finish | 626 | 3.471 | 0.4825 | 0.5181 |
| CTS | 626 | 3.464 | 0.4834 | 0.5171 |
| global route | 626 | 3.208 | 0.5012 | 0.5469 |
| floorplan | 439 | 4.558 | 0.4402 | 0.2973 |
| detailed placement | 618 | 3.477 | 0.4712 | 0.3843 |
==> power by group <==
| part | switching [mW] | leakage, nW | internal [mW] | total, mW |
|---|---|---|---|---|
| Clock | 0.0725 | 0.0404 | 0.0609 | 0.133 |
| Combinational | 0.101 | 1.67 | 0.110 | 0.210 |
| Sequential | 0.00922 | 0.262 | 0.165 | 0.174 |
==> final cells by class <==
cell class | count | share of cell area [%]
sequential | 32 | 13.44
multi-input combinational | 378 | 56.75
timing repair buffer | 120 | 24.99
clock inverter | 3 | 0.4987
clock buffer | 5 | 1.444
tap | 77 | 2.021
inverter | 11 | 0.8661
==> logic make-up (layout without fill, tap and decap cells) <==
kind of cell,after synthesis,after routing,share of synthesized area (%)
simple gates,146,146,21.57
compound gates,134,134,26.98
xor+xnor,51,51,13.10
fa+ha+maj,35,35,12.84
flops,32,32,18.47
buf+inv,29,139,3.535
mux,12,12,3.499
==> metal layers <==
layer	part of all wire, %	up-vias	global-route usage (%)
met5	0	-	0
met1	45	1740	45.58
met4	1.4	0	4.242
met3	7.4	15	4.541
met2	46	176	50.73
li1	-	1860	-
==> worst max-delay path by stage <==
stage         startpoint  cells past startpoint             to  slack [ns]
finish            PC[15]                      7  PC_PLUS_4[29]        3.47
global route       PC[2]                      7  PC_PLUS_4[22]        3.21
CTS                PC[2]                      7  PC_PLUS_4[22]        3.46
Power and IR drop assume default switching activity.
