File: /design/flow/config.mk
export PLATFORM = sky130hd
export DESIGN_NAME = ALU
export DESIGN_NICKNAME = ALU
export VERILOG_FILES = /design/flow/design.v
export SDC_FILE = /design/flow/constraint.sdc
export NUM_CORES = 4
export LEC_CHECK = 1
export CORE_UTILIZATION = 50
File: /design/flow/constraint.sdc
current_design ALU

set clk_period 22.2
set clk_io_pct 0.2

create_clock -name clk0 -period $clk_period

set non_clock_inputs [all_inputs -no_clocks]
set_input_delay [expr $clk_period * $clk_io_pct] -clock clk0 $non_clock_inputs
set_output_delay [expr $clk_period * $clk_io_pct] -clock clk0 [all_outputs]
File: /design/flow/design.v
`timescale 1ns / 1ps
module ALU (
  input [31:0] A,
  input [31:0] B,
  input [5:0] FN,
  output reg [31:0] Y,
  output reg Z,V,N
  );
  wire [31:0] shft_opt;
  wire [31:0] bool_opt;
  wire [31:0] arith_opt;
  wire [31:0] cmp_opt;
  wire z_i,v_i,n_i;
  SHIFT shft_ckt(.SFN(FN[1:0]),.A(A),.B(B[4:0]),.Y(shft_opt));
  BOOL bool_ckt(.BFN(FN[3:0]),.A(A),.B(B),.Y(bool_opt));
  ARITH arith_ckt(.AFN(FN[0]),.A(A),.B(B),.S(arith_opt),.Z(z_i),.V(v_i),.N(n_i));
  CMP cmp_ckt(.CFN(FN[2:1]),.Z(z_i),.V(v_i),.N(n_i),.Y(cmp_opt));
  always @ ( * ) begin
    case(FN[5:4])
      2'b00: Y=cmp_opt;
      2'b01: Y=arith_opt;
      2'b10: Y=bool_opt;
      2'b11: Y=shft_opt;
    endcase
	 Z<=z_i;
	 V<=v_i;
	 N<=n_i;
  end
endmodule  
`timescale 1ns / 1ps
module ARITH (
  input signed [31:0] A,
  input signed [31:0] B,
  input AFN,
  output reg [31:0] S,
  output reg Z,V,N
  );
always @ ( * ) begin
  N<=S[31];
  if(A[31]==(B[31]^AFN) & S[31]!=A[31])
    V<=1;
  else
    V<=0;
  if(S==0)
    Z<=1;
  else
    Z<=0;
    if(AFN==0)
      S<=A+B;
    else
      S<=A-B;
end
endmodule  
`timescale 1ns / 1ps
module BOOL (
  input [31:0] A,
  input [31:0] B,
  input [3:0] BFN,
  output  [31:0] Y
  );
  genvar i;
  generate
    for(i=0;i<32;i=i+1)
      MUX4 m({B[i],A[i]},BFN,Y[i]);
  endgenerate
endmodule  
module MUX4 (
  input [1:0] SEL,
  input [3:0] DIN,
  output reg OUT
  );
  always @ ( * ) begin
    OUT<=DIN[SEL];
  end
endmodule  
`timescale 1ns / 1ps
module CMP (
  input [1:0] CFN,
  input Z,
  input V,
  input N,
  output reg [31:0] Y
  );
  always @ ( * ) begin
    case(CFN)
      2'b01: Y<={31'b0,Z};
      2'b10: Y<={31'b0,N^V};
      2'b11: Y<={31'b0,Z | (N^V)};
      default: Y<=0;
    endcase
  end
endmodule  
`timescale 1ns / 1ps
module SHIFT (
  input [1:0] SFN,
  input signed [31:0] A,
  input [4:0] B,
  output reg [31:0] Y
  );
  always @ ( * ) begin
    case (SFN)
      2'b00: Y<=A<<B;
      2'b01: Y<=A>>B;
      2'b11: Y<=A>>>B;
      default: Y<=32'b0;
    endcase
  end
endmodule  
File: /design/flow/run.sh
#!/bin/bash
# OpenROAD 26Q1-2900-gdf79404cd8, Yosys 0.63+post, stock flow scripts
make -C /OpenROAD-flow-scripts/flow DESIGN_CONFIG=/design/flow/config.mk WORK_HOME=/design/flow/orfs finish
==> flow report <==
====================================================================================
Area growth from synthesis to final layout                                    12.97%
Maximum vdd ir drop                                                         19.79 uV
YS warnings                                                                        5
Global-route wire length before repair                                      51.00 mm
Die extent in x                                                             128.7 um
Area of the core                                                          15430 um^2
Met3 layer wire length in the routed design                                 4.518 mm
Post-DRT Antenna Nets                                                              0
Final std cells w/o fill                                                        1307
Slew margin rel.                                                              44.94%
Drt initial violations                                                           928
Routed length per instance                                                  25.35 um
Detail Route met2 WL                                                        13.90 mm
Highest clock frequency the design can meet                              0.06853 GHz
Layout clock buffers                                                               0
Overall global routing resource usage                                         42.35%
Distinct cell type count after synthesis                                          81
Layout cells sized above 1                                                    12.96%
Num rows                                                                          45
I/O pin cnt                                                                      105
Mapped Area                                                                8024 um^2
Count of flip-flops and latches                                                    0
RSZ-0062 raised after global routing                                              no
Top metal layer carrying routed signals                                         met4
Area of the die                                                           16560 um^2
Overall die height                                                          128.7 um
Number of DRC violations after detailed routing                                    0
Buffers added on ports                                                           105
Most frequently placed logic cells in the final layout                  132 x sky130_fd_sc_hd__nor2_1, 107 x sky130_fd_sc_hd__a21oi_1, 99 x sky130_fd_sc_hd__clkdlybuf4s50_1, 89 x sky130_fd_sc_hd__mux4_2, 82 x sky130_fd_sc_hd__nand2_1
Number of antenna violations at the first check in global routing                  0
Endpoints failing hold                                                             0
PnR worst setup slack                                                       7.609 ns
Max_cap viols                                                                      0
Leak pwr                                                                    3.269 nW
Detailed-placement wirelength estimate                                      25.46 mm
Share of the core filled by cells before placement                            52.01%
Total count of max-transition violations in the final report                       0
Weighted congestion at the end of routability-driven global placement          1.071
Transition time of the tightest slew-check pin                             0.8250 ns
Place WS                                                                    7.789 ns
Worst setup EP type                                                      output port
Yosys stat area                                                            8024 um^2
Worst Setup Start Kind                                                     input pin
Overall power                                                              0.3020 mW
Path type of the worst setup path                                       input pin to output port
Sum of overflow across all layers after global routing                             0
Required time of the worst setup path                                       17.76 ns
Maximum number of pins on one net before global-route repair                      76
Max Fanout on Critical Path                                                       59
Wire length on met1                                                         13.56 mm
# fillers                                                                       1467
Number of warnings in the stage logs                                              34
Via count of the first global-routing pass                                      8577
Final-layout setup total negative slack                                         0 ns
Classification of the worst-slack hold path                             input pin to output port
Post-CTS Setup Repair Bufs                                                         0
DRT Pass-1 Iters                                                                   6
Number of gates resized after CTS                                                  0
Seq/Total Area, Yosys                                                             0%
Sequential cell area in the final layout                                      0 um^2
Status                                                                  finished, final reports clean
Power per Cell Area                                                     33.31 nW/um^2
Routed wire length                                                          33.13 mm
Number of instances in the synthesized netlist                                  1066
DP Cell Count                                                                   1307
Post-cts hold-fix buffer tally                                                     0
Average via count per standard cell                                            7.158
Antenna diode count                                                                0
Yosys Instances                                                                 1066
Most used logic cell in the final layout                                sky130_fd_sc_hd__nor2_1
Total vias in the final route                                                   9356
Min Hold Slack                                                              10.07 ns
Fin crit period                                                             14.59 ns
Syn Area/Cell                                                             7.527 um^2
Count of final setup violators                                                     0
Critical Path AT                                                            10.15 ns
Final worst path period share                                                 65.73%
====================================================================================
-- routing by layer --
| layer | vias to the layer above | GRT usage (%) |
|---|---|---|
| li1 | 4226 | - |
| met1 | 4373 | 62.35 |
| met2 | 678 | 60.76 |
| met3 | 79 | 14.65 |
| met4 | 0 | 10.59 |
| met5 | - | 0 |
-- kinds of logic (layout without fill, tap and decap cells) --
family,Yosys count,count (layout),share of synthesized area [%]
AOI/OAI and AO/OA,365,365,30.41
and+or+nand+nor,353,353,20.76
muxes,145,145,32.09
buffers and inverters,123,153,6.159
xor gates and xnor gates,46,46,5.193
adders and majority gates,34,34,5.395
-- area by class of cell --
type / instances / area [um^2] / area share [%]
Inverter: 30 / 112.6 / 1.242
Timing Repair Buffer: 123 / 1159 / 12.78
Multi-Input combinational cell: 943 / 7530 / 83.06
Tap cell: 211 / 264.0 / 2.912
-- cells in the mapped netlist, drive strengths merged (5+ instances only) --
cell type	n	area share, %
a211oi	19	1.8
a21boi	12	1.1
a21o	17	1.7
a21oi	107	6.7
a221o	14	1.7
a221oi	9	1.1
a22o	5	0.55
a31oi	14	1.4
and2	17	1.3
and3	11	0.92
buf	30	1.8
clkbuf	63	2.9
ha	33	5.1
inv	27	1.3
mux2	8	1.1
mux2i	48	6.0
mux4	89	25
nand2	82	3.8
nand2b	7	0.55
nand3	22	1.4
nand4	9	0.70
nor2	132	6.2
nor2b	6	0.47
nor3	25	1.6
nor4	9	0.70
o2111ai	5	0.76
o211ai	15	1.4
o21a	8	0.75
o21ai	76	4.7
o22ai	11	0.86
or2	8	0.62
or3	6	0.47
or4	5	0.51
xnor2	38	4.1
xor2	7	0.76
-- metrics by stage --
stage / instance area [um^2] / util (%)
final: 9065 / 58.76
after floorplan: 8024 / -
after detailed placement: 9065 / 58.76
after global routing: 9065 / 58.76
after CTS: 9065 / 58.76
after global placement: 9065 / 58.76
-- final timing paths --
path                  start  endpoint  slack, ns  cells past startpoint
worst min-delay path  FN[4]      Y[7]      10.07                      5
worst max-delay path   B[4]         Z       7.61                     17
-- report_power, final --
part,internal [mW],switching (mW)
logic,0.130,0.172
clock network,0,0
registers,0,0
total,0.130,0.172
-- worst max-delay path, cell delays in order --
cell	delay [ns]
sky130_fd_sc_hd__buf_2	0.07
sky130_fd_sc_hd__buf_4	0.49
sky130_fd_sc_hd__inv_1	0.53
sky130_fd_sc_hd__and2_1	0.34
sky130_fd_sc_hd__nor2_1	0.13
sky130_fd_sc_hd__xnor2_1	0.08
sky130_fd_sc_hd__ha_1	0.43
sky130_fd_sc_hd__nand2_1	0.13
sky130_fd_sc_hd__a211o_1	0.28
sky130_fd_sc_hd__a311o_1	0.48
sky130_fd_sc_hd__a21boi_0	0.48
sky130_fd_sc_hd__o22ai_1	0.16
sky130_fd_sc_hd__nor4_1	0.52
sky130_fd_sc_hd__nand4_1	0.16
sky130_fd_sc_hd__or4_1	0.49
sky130_fd_sc_hd__nor4_1	0.36
sky130_fd_sc_hd__clkdlybuf4s50_1	0.55
Power figures rest on the tool's default switching activity, not on a simulated workload.
