## flow/design.v

```verilog
module TOP(
    	Clk                     ,
    	Rst_n                   ,
		Rx                      ,
		TxData					,
		TxEn					,
    	Tx                      ,
		RxData					,
		RxDone					,
		TxDone
	);
input					Clk             ;  
input					Rst_n           ;  
input					Rx              ;  
input [7:0]			TxData			 ;  
input          	TxEn            ;
output				Tx              ;  
output [7:0]		RxData          ;  
output          	RxDone          ;  
output          	TxDone          ;  
wire            tick		;  
wire 			RxEn		;
wire [3:0]      NBits    	;
wire [15:0]    	BaudRate        ;  
assign 		RxEn = 1'b1	;
assign 		BaudRate = 16'd325; 	 
assign 		NBits = 4'b1000	;	 
UART_rs232_rx I_RS232RX(
    	.Clk(Clk)             	,
		.Rst_n(Rst_n)         	,
    	.RxEn(RxEn)           	,
    	.RxData(RxData)       	,
    	.RxDone(RxDone)       	,
    	.Rx(Rx)               	,
    	.Tick(tick)           	,
    	.NBits(NBits)
    );
UART_rs232_tx I_RS232TX(
		.Clk(Clk)            	,
    	.Rst_n(Rst_n)         	,
    	.TxEn(TxEn)           	,
    	.TxData(TxData)      	,
		.TxDone(TxDone)      	,
		.Tx(Tx)               	,
		.Tick(tick)           	,
		.NBits(NBits)
    );
UART_BaudRate_generator I_BAUDGEN(
    	.Clk(Clk)               ,
    	.Rst_n(Rst_n)           ,
    	.Tick(tick)             ,
    	.BaudRate(BaudRate)
    );
endmodule
module UART_BaudRate_generator(
    Clk                   ,
    Rst_n                 ,
    Tick                  ,
    BaudRate
    );
input           Clk                 ;  
input           Rst_n               ;  
input [15:0]    BaudRate            ;  
output          Tick                ;  
reg [15:0]      baudRateReg         ;  
initial
begin
	baudRateReg <= 16'b1;
end
always @(posedge Clk or negedge Rst_n)
    if (!Rst_n) baudRateReg <= 16'b1;
    else if (Tick) baudRateReg <= 16'b1;
         else baudRateReg <= baudRateReg + 1'b1;
assign Tick = (baudRateReg == BaudRate);
endmodule
module UART_rs232_rx (Clk,Rst_n,RxEn,RxData,RxDone,Rx,Tick,NBits);		 
input Clk, Rst_n, RxEn,Rx,Tick;		 
input [3:0]NBits;			 
output RxDone;				 
output [7:0]RxData;			 
parameter  IDLE = 1'b0, READ = 1'b1; 	 
reg [1:0] State, Next;			 
reg  read_enable = 1'b0;		 
reg  start_bit = 1'b1;			 
reg  RxDone = 1'b0;			 
reg [4:0]Bit = 5'b00000;		 
reg [3:0] counter = 4'b0000;		 
reg [7:0] Read_data= 8'b00000000;	 
reg [7:0] RxData;			 
always @ (posedge Clk or negedge Rst_n)			 
begin
if (!Rst_n)	State <= IDLE;				 
else 		State <= Next;				 
end
always @ (State or Rx or RxEn or RxDone)
begin
    case(State)	
	IDLE:	if(!Rx & RxEn)		Next = READ;	  
		else			Next = IDLE;
	READ:	if(RxDone)		Next = IDLE; 	  
		else			Next = READ;
	default 			Next = IDLE;
    endcase
end
always @ (State or RxDone)
begin
    case (State)
	READ: begin
		read_enable <= 1'b1;			 
	      end
	IDLE: begin
		read_enable <= 1'b0;			 
	      end
    endcase
end
always @ (posedge Tick)
	begin
	if (read_enable)
	begin
	RxDone <= 1'b0;							 
	counter <= counter+1;						 
	if ((counter == 4'b1000) & (start_bit))				 
	begin
	start_bit <= 1'b0;
	counter <= 4'b0000;
	end
	if ((counter == 4'b1111) & (!start_bit) & (Bit < NBits))	 
	begin
	Bit <= Bit+1;
	Read_data <= {Rx,Read_data[7:1]};
	counter <= 4'b0000;
	end
	if ((counter == 4'b1111) & (Bit == NBits)  & (Rx))		 
	begin
	Bit <= 4'b0000;
	RxDone <= 1'b1;
	counter <= 4'b0000;
	start_bit <= 1'b1;						 
	end
	end
	if(RxDone == 1'b1)
		RxDone <= 1'b0;
end
always @ (negedge RxDone)
begin
if (NBits == 4'b1000)
begin
RxData[7:0] <= Read_data[7:0];	
end
if (NBits == 4'b0111)	
begin
RxData[7:0] <= {1'b0,Read_data[7:1]};	
end
if (NBits == 4'b0110)
begin
RxData[7:0] <= {1'b0,1'b0,Read_data[7:2]};	
end
end
endmodule
module UART_rs232_tx (Clk,Rst_n,TxEn,TxData,TxDone,Tx,Tick,NBits);	 
input Clk, Rst_n, TxEn,Tick;	 
input [3:0]NBits;		 
input [7:0]TxData;		 
output Tx;
output TxDone;
parameter  IDLE = 1'b0, WRITE = 1'b1;	 
reg  State, Next;			 
reg  TxDone = 1'b0;			 
reg  Tx;				 
reg write_enable = 1'b0;		 
reg start_bit = 1'b1;			 
reg stop_bit = 1'b0;			 
reg [4:0] Bit = 5'b00000;		 
reg [3:0] counter = 4'b0000;		 
reg [7:0] in_data=8'b00000000;		 
reg [1:0] R_edge;			 
wire D_edge;				 
initial
begin
	Tx <= 1;
	in_data <= 0;
end
always @ (posedge Clk or negedge Rst_n)			 
begin
if (!Rst_n)	State <= IDLE;				 
else 		State <= Next;				 
end
always @ (State or D_edge or TxData or TxDone) 
begin
    case(State)	
	IDLE:	if(D_edge)		Next = WRITE;		 
		else			Next = IDLE;
	WRITE:	if(TxDone)		Next = IDLE;  		 
		else			Next = WRITE;
	default 			Next = IDLE;
    endcase
end
always @ (State)
begin
    case (State)
	WRITE: begin
		write_enable <= 1'b1;	 
	end
	IDLE: begin
		write_enable <= 1'b0;	 
	end
    endcase
end
always @ (posedge Tick)
begin
	if (!write_enable)				 
	begin
	TxDone <= 1'b0;
	start_bit <=1'b1;
	stop_bit <= 1'b0;
	end
	if (write_enable)				 
	begin
	counter <= counter+1;				 
	if(start_bit & !stop_bit)			 
	begin
	Tx <=1'b0;					 
	in_data <= TxData;				 
	end		
	if ((counter == 4'b1111) & (start_bit) )	 
	begin		
	start_bit <= 1'b0;
	in_data <= {1'b0,in_data[7:1]};
	Tx <= in_data[0];
	end
	if ((counter == 4'b1111) & (!start_bit) &  (Bit < NBits-1))	 
	begin		
	in_data <= {1'b0,in_data[7:1]};
	Bit<=Bit+1;
	Tx <= in_data[0];
	start_bit <= 1'b0;
	counter <= 4'b0000;
	end	
	if ((counter == 4'b1111) & (Bit == NBits-1) & (!stop_bit))	 
	begin
	Tx <= 1'b1;	
	counter <= 4'b0000;	
	stop_bit<=1'b1;
	end
	if ((counter == 4'b1111) & (Bit == NBits-1) & (stop_bit) )	 
	begin
	Bit <= 4'b0000;
	TxDone <= 1'b1;
	counter <= 4'b0000;
	end
	end
end
always @ (posedge Clk or negedge Rst_n)
begin
	if(!Rst_n)
	begin
	R_edge <= 2'b00;
	end
	else
	begin
	R_edge <={R_edge[0], TxEn};
	end
end
assign D_edge = !R_edge[1] & R_edge[0];
endmodule
```

## flow/run.sh

```bash
#!/bin/bash
# OpenROAD 26Q1-2900-gdf79404cd8, Yosys 0.63+post, stock flow scripts
make -C /OpenROAD-flow-scripts/flow DESIGN_CONFIG=/design/flow/config.mk WORK_HOME=/design/flow/orfs finish
```

## flow/config.mk

```make
export PLATFORM = sky130hd
export DESIGN_NAME = TOP
export DESIGN_NICKNAME = TOP
export VERILOG_FILES = /design/flow/design.v
export SDC_FILE = /design/flow/constraint.sdc
export NUM_CORES = 4
export LEC_CHECK = 1
export CORE_UTILIZATION = 30
```

## flow/constraint.sdc

```tcl
current_design TOP

set clk_period 4.8
set clk_io_pct 0.2

create_clock -name clk0 -period $clk_period [get_ports {Clk}]

set non_clock_inputs [all_inputs -no_clocks]
set_input_delay [expr $clk_period * $clk_io_pct] -clock clk0 $non_clock_inputs
set_output_delay [expr $clk_period * $clk_io_pct] -clock clk0 [all_outputs]
```

==> out/metrics.cfg <==
[route]
drt_wl_total_um = 4072
final_antenna_net_count = 0
drt_iter0_drc = 70
first_pass_iters = 4
drt-wirelength-per-cell_um = 10.80
n_antenna_cell = 0
viasPerCell = 4.220
drc = 0
via_count = 1591

[timing]
hold_violations = 0
finClkSkew_ns = 0.002955
whs_ns = 0.3829
tightest_slew_ns = 0.7326
tns_ns = 0
setup_viol = 0
unclocked_pins = 49
unconstrained_endpoints = 96
fmax_mhz = 537.7
grt_setup_unrepaired = no
relSlewSlack_pct = 50.64
slew_viol_final = 0
period_used_pct = 38.75
fin_crit_ns = 1.860

[yosys]
ys_area_um2 = 2863
ys_sh_simple_pct = 14.95
synthDistinctLibCells = 38
yosys-stat-cells = 222
yosysWarnings = 3
adder_share_pct = 3.497
async_reset_ff_share_pct = 30.00
synthCells = 222
ys.flops = 70
synth_area_um2 = 2863
mux_share_pct = 3.103
synthXorXnorAreaFrac_pct = 7.037
logic_family = simple AND/OR/NAND/NOR gates
aoi_share_pct = 4.108
avgSynthCellArea_um2 = 12.90
flop_cell = edfxtp_1
edf_count = 36

[clock_network]
cts-root-buf = clkbuf_8
insertion_delay_ns = 0.25
hold_buffers = 0
clk_pin_slew_worst_paths_ns = 0.07
cts.repair.resized = 0
cts_setup_buffers = 0
numCtsBuffers = 3
cts_buffer_depth = 2
cts-htree-levels = 1
cts_tree = yes

[floorplanning]
chipArea_um2 = 9937
dieWidth_um = 99.69
coreArea_um2 = 9240
fp-row-count = 35
initCoreUtil_pct = 30.98
io_pins = 23
die_y_um = 99.69

[global_route]
grt_usage_pct = 8.773
overflow = 0
grt_pass1_vias = 1479
grt_max_degree = 44
grt_pass1_wl_um = 6934
antenna_found_initial = 0

[layout]
comb_area_um2 = 935.9
post-route-cell-area_um2 = 3291
nFillCells = 850
drive_gt1_share_pct = 6.855
layout_top_cells = edfxtp_1 (36), nor2_1 (25), clkdlybuf4s50_1 (22)
syn2layout_area_growth_pct = 14.95
regArea_um2 = 1864
lay_top_count = edfxtp_1
finalNonFillerCells = 377
final_core_util_pct = 35.61

[critical_path]
end_kind = flip-flop
worstSetupPathType = reg2reg
cp_max_fo = 43
critPathRequiredTime_ns = 4.93
arrival_ns = 1.99
startpoint_type = flip-flop

[placed_design]
io_buffers = 22
dp.cells = 373
dp_hpwl_um = 2914
dpl_cell_area_um2 = 3246
gp_congestion = 0.8206

[status]
status = finished, final reports clean

[job]
tool_warnings = 28
maxCapViolCount = 0

[power_and_ir_drop]
vdd_drop_max_uv = 104.1
internal_power_mw = 0.2498
leakagePower_nw = 1.230
swShare_pct = 19.22
power_density_nw_per_um2 = 93.97
switching_power_mw = 0.05942
clock_power_share_pct = 36.2
p_comb_share_pct = 5.4
pwr-share-seq_pct = 58.3

[hold_path]
hold_class = reg2reg

-- per-stage QoR --
| step | power [mW] | setup WS, ns |
|---|---|---|
| 2_1_floorplan | 0.1872 | 2.813 |
| 3_3_place_gp | 0.2009 | 2.969 |
| 3_5_place_dp | 0.2010 | 2.924 |
| 4_1_cts | 0.3163 | 2.912 |
| 5_1_grt | 0.3250 | 2.833 |
| 6_report | 0.3092 | 2.940 |
-- cell usage after synthesis, types with 2 or more instances --
| cell type | n | area share (%) |
|---|---|---|
| a21boi_0 | 2 | 0.52 |
| a21oi_1 | 2 | 0.35 |
| and2_1 | 6 | 1.3 |
| buf_2 | 2 | 0.35 |
| dfrtp_1 | 19 | 17 |
| dfstp_2 | 2 | 1.8 |
| dfxtp_1 | 12 | 8.4 |
| edfxtp_1 | 36 | 38 |
| ha_1 | 8 | 3.5 |
| inv_1 | 11 | 1.4 |
| mux2_2 | 7 | 2.8 |
| nand2_1 | 10 | 1.3 |
| nand2b_1 | 4 | 0.87 |
| nand3_1 | 12 | 2.1 |
| nand4_1 | 4 | 0.87 |
| nand4b_1 | 4 | 1.2 |
| nor2_1 | 25 | 3.3 |
| nor2b_1 | 4 | 0.87 |
| nor3_1 | 4 | 0.70 |
| nor4_1 | 2 | 0.44 |
| o21a_1 | 4 | 1.0 |
| o21ai_0 | 5 | 0.87 |
| xnor2_1 | 10 | 3.1 |
| xor2_1 | 13 | 4.0 |
-- critical path, stage by stage (launching register included) --
cell     delay [ns]
dfrtp_1        0.46
or4_4          0.55
nor3_4         0.24
buf_4          0.38
nor2_1         0.09
-- path summary, 6_finish.rpt --
check,start,to,slack (ns),depth (start not counted)
max,I_BAUDGEN.baudRateReg[4],I_BAUDGEN.baudRateReg[6],2.94,4
min,I_RS232TX.R_edge[0],I_RS232TX.R_edge[1],0.38,0
min reg2reg,I_RS232TX.R_edge[0],I_RS232TX.R_edge[1],0.38,0
max in group asynchronous,Rst_n,I_BAUDGEN.baudRateReg[0],3.48,2
max reg2reg,I_BAUDGEN.baudRateReg[4],I_BAUDGEN.baudRateReg[6],2.94,4
min in group asynchronous,Rst_n,I_RS232TX.State,1.04,2
-- layer usage --
layer	vias up	wire, um	track usage [%]
met5	-	0	0
met4	0	17	0.6787
met3	2	103	1.358
met2	31	1800	12.73
met1	736	2151	15.18
li1	822	-	-
-- sequential cells by signal, indices dropped and copies added (netlist names), 2 cells and up --
signal / flops
I_RS232RX.Read_data: 8
I_RS232TX.Bit: 5
I_RS232TX.counter: 4
I_RS232TX.in_data: 8
I_BAUDGEN.baudRateReg: 16
I_RS232RX.RxData: 8
I_RS232TX.R_edge: 2
I_RS232RX.Bit: 5
I_RS232RX.State: 2
I_RS232RX.counter: 4
-- power groups by stage --
stage	Combinational (mW)	Clock, mW	Sequential, mW
after CTS	0.0174	0.119	0.180
after global routing	0.0184	0.126	0.180
final	0.0168	0.112	0.180
-- area by class of cell --
cell class	instances	area share [%]
clock buffers	4	1.369
inverters	11	1.255
multi-input cells	138	28.44
flip-flops and latches	70	56.65
well taps	129	4.905
repair buffers	25	7.376
-- kinds of logic (layout without fill, tap and decap cells) --
group | after synthesis | count (layout)
DFF | 69 | 69
adders and majority gates | 8 | 8
latches | 1 | 1
xor gates and xnor gates | 23 | 23
and+or+nand+nor | 81 | 81
muxes | 8 | 8
buffers and inverters | 14 | 40
AOI/OAI and AO/OA | 18 | 18
Power is estimated from default activity; no workload was simulated.
